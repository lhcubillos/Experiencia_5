--- /design/flow/config.mk ---
export PLATFORM = sky130hd
export DESIGN_NAME = prueba_1
export DESIGN_NICKNAME = prueba_1
export VERILOG_FILES = /design/flow/design.v
export SDC_FILE = /design/flow/constraint.sdc
export NUM_CORES = 4
export LEC_CHECK = 1
export CORE_UTILIZATION = 50
--- /design/flow/constraint.sdc ---
current_design prueba_1

set clk_period 7.6
set clk_io_pct 0.2

create_clock -name clk0 -period $clk_period [get_ports {clk}]

set non_clock_inputs [all_inputs -no_clocks]
set_input_delay [expr $clk_period * $clk_io_pct] -clock clk0 $non_clock_inputs
set_output_delay [expr $clk_period * $clk_io_pct] -clock clk0 [all_outputs]
--- /design/flow/run.sh ---
#!/bin/bash
# OpenROAD 26Q1-2900-gdf79404cd8, Yosys 0.63+post, stock flow scripts
make -C /OpenROAD-flow-scripts/flow DESIGN_CONFIG=/design/flow/config.mk WORK_HOME=/design/flow/orfs finish
--- /design/flow/design.v ---
`timescale 1ns / 1ps
module prueba_1(
		clk,
		piso_asc_1,
		piso_asc_2,
		direccion_asc_1,
		direccion_asc_2,
		puertas_abiertas_asc_1,
		puertas_abiertas_asc_2
    );
	input clk;
	output [1:0] piso_asc_1;
	output [1:0] piso_asc_2;
	output [1:0] direccion_asc_1;
	output [1:0] direccion_asc_2;
	output puertas_abiertas_asc_1;
	output puertas_abiertas_asc_2;
	prueba_1_asc prueba_1_asc (
		.clk(clk),
		.piso(piso_asc_1),
		.direccion(direccion_asc_1),
		.puertas_abiertas(puertas_abiertas_asc_1)
	 );
	 prueba_2_asc prueba_2_asc (
		.clk(clk),
		.piso(piso_asc_2),
		.direccion(direccion_asc_2),
		.puertas_abiertas(puertas_abiertas_asc_2)
	 );
endmodule
`timescale 1ns / 1ps
module prueba_1_asc(
		clk,
		destino,
		piso,
		direccion,
		puertas_abiertas,
		ocupado
    );
	input clk;
	input [2:0] destino;  
	output [1:0] piso;
	output reg [1:0] direccion;  
	output reg puertas_abiertas;
	output reg ocupado;  
	reg clk_nuevo;
	reg [9:0] address;
	reg [33:0] disp_ctr;
	reg [1:0] state;
	reg [1:0] last_state;
	reg [33:0] ctr_en_piso;
	reg [1:0] state_andando;
	parameter FinFIFO = 9;
	parameter IDLE = 2'b00, andando = 2'b01, open_doors = 2'b10;
	parameter tiempo_en_piso = 100000000;
	parameter divider = 50000000;
	parameter minus_one = 2'b00, one = 2'b01, two = 2'b10, three = 2'b11;
	initial begin
		address = 0;
		state = one;
		state_andando = open_doors;
		direccion = 2'b00;
		clk_nuevo = 0;
		disp_ctr = 0;
		ctr_en_piso = 0;
		puertas_abiertas = 0;
	end
	always @ (posedge(clk_nuevo))    
	begin
		if (destino[1:0] > state) begin
			direccion = 2'b01;
			case (state)
				minus_one: state = one;
				one: state = two;
				two: state = three;
			endcase
		end else if (destino[1:0] < state) begin
			direccion = 2'b10;
			case (state)
				one: state = minus_one;
				two: state = one;
				three: state = two;
			endcase
		end
		else direccion = 2'b00;
	end
	always @(posedge(clk)) begin
		case (state_andando)
			andando: begin
				ocupado <= 1;
				disp_ctr <= disp_ctr + 1;
				if (disp_ctr == divider) begin
					clk_nuevo <= ~clk_nuevo;
					disp_ctr <= 0;
					if (clk_nuevo == 1) begin
						if (state == destino[1:0]) begin
							state_andando <= open_doors;
							puertas_abiertas <= 1;  
						end
					end
				end
			end
			open_doors: begin  
				ctr_en_piso <= ctr_en_piso + 1;
				puertas_abiertas <= 1;
				if (ctr_en_piso == tiempo_en_piso) begin
					ocupado <= 0;
					ctr_en_piso <= 0;
					state_andando <= IDLE;
				end
			end
			IDLE: begin
				ocupado <= 0;
				if (state != destino[1:0]) begin
					state_andando <= andando;
					puertas_abiertas <= 0;
				end
			end
		endcase
	end
	assign piso = state;
endmodule
`timescale 1ns / 1ps
module prueba_2_asc(
		clk,
		destino,
		piso,
		direccion,
		puertas_abiertas,
		ocupado
    );
	input clk;
	input [2:0] destino;  
	output [1:0] piso;
	output reg [1:0] direccion;  
	output reg puertas_abiertas;
	output reg ocupado;  
	reg clk_nuevo;
	reg [9:0] address;
	reg [33:0] disp_ctr;
	reg [1:0] state;
	reg [1:0] last_state;
	reg [33:0] ctr_en_piso;
	reg [1:0] state_andando;
	parameter FinFIFO = 9;
	parameter IDLE = 2'b00, andando = 2'b01, open_doors = 2'b10;
	parameter tiempo_en_piso = 100000000;
	parameter divider = 50000000;
	parameter minus_one = 2'b00, one = 2'b01, two = 2'b10, three = 2'b11;
	initial begin
		address = 0;
		state = three;
		state_andando = open_doors;
		direccion = 2'b10;
		clk_nuevo = 0;
		disp_ctr = 0;
		ctr_en_piso = 0;
		puertas_abiertas = 0;
		ocupado = 1;
	end
	always @ (posedge(clk_nuevo))    
	begin
		if (destino[1:0] > state) begin
			direccion = 2'b01;
			case (state)
				minus_one: state = one;
				one: state = two;
				two: state = three;
			endcase
		end else if (destino[1:0] < state) begin
			direccion = 2'b10;
			case (state)
				one: state = minus_one;
				two: state = one;
				three: state = two;
			endcase
		end
		else direccion = 2'b00;
	end
	always @(posedge(clk)) begin
		case (state_andando)
			andando: begin
				ocupado <= 1;
				disp_ctr <= disp_ctr + 1;
				if (disp_ctr == divider) begin
					clk_nuevo <= ~clk_nuevo;
					disp_ctr <= 0;
					if (clk_nuevo == 1) begin
						if (state == destino[1:0]) begin
							state_andando <= open_doors;
							puertas_abiertas <= 1;  
						end
					end
				end
			end
			open_doors: begin  
				ctr_en_piso <= ctr_en_piso + 1;
				puertas_abiertas <= 1;
				if (ctr_en_piso == tiempo_en_piso) begin
					ocupado <= 0;
					ctr_en_piso <= 0;
					state_andando <= IDLE;
				end
			end
			IDLE: begin
				ocupado <= 0;
				if (state != destino[1:0]) begin
					ocupado <= 1;
					state_andando <= andando;
					puertas_abiertas <= 0;
				end
			end
		endcase
	end
	assign piso = state;
endmodule
==> Changelog: implementation <==
### Physical design

* Setup repair bufs after CTS at 0
* Fmax at 371 MHz
* Max incr delay on CP at 0.45 ns
* Data required, critical path at 6.08 ns
* Pwr Density at 193 nW/um2
* ANT nets after route at 0
* Asr flop ratio synth at 0%
* Tmin final at 2.70 ns
* Grt met3 use at 4.96%
* Inserted Clock Buffers at 17
* WP buf/inv at 1
* Placed insts at 910
* Met2 Resource Use GR at 27.1%
* Fin cells at 941
* FF/Latch Area at 4460 um2
* CTS Hold Bufs at 0
* Main synth FF type: edfxtp_1
* #FFs+latches synth at 149
* Busiest grt layer: met1
* Core area at 15400 um2
* Setup TNS at 0 ns
* Cell Area, Synth at 8030 um2
* Synthesis-to-finish area growth at 11.6%
* CTS tree: done
* Iteration-0 DRC Markers at 509
* Synthesis area per yosys at 8030 um2
* Vias at 5257
* Clk slew on worst S/H paths at 0.06 ns
* Netlist cell types at 46
* Top cell excl fill/tap: edfxtp_1
* Endpoints left unconstrained at 13
* Register pins left without a clock at 5
* Maximum clock path buffer count at 2
* CP max FO at 1
* Slew HR at 59.2%
* Ys cells at 700
* Met1 GRT Util at 35.2%
* Vias in the first global route at 5009
* Synth Seq Share at 55.6%
* Worst VDD drop at 151 uV
* Antenna cells at 0
* CP Class: reg -> out
* Pleak at 0.00328 uW
* Hold path start: prueba_1_asc.state_andando[0]
* Crit path max-delay cell type: clkdlybuf4s50_1
* Max-cap viol count at 0
* Routed wire per std cell at 14.9 um
* Total Power at 1730 uW
* Yosys warns at 6
* CTS Root Buffer Type: clkbuf_16
* Status: finished, final reports clean
* Top Layout Cells: 148 x edfxtp_1, 77 x nor2_1, 72 x xnor2_1
* Synth Area per Inst at 11.5 um2
* Flip-flops with a built-in enable at 148
* Clk_skew at 0.00846 ns
* Initial antenna violation count at 0
* Mapped Cells at 700
* Crit path launch type: flop
* HP Class: reg -> reg
* Post-CTS sizing at 0
* Ports at 11
* Filler cells at 1240
* Comb gate area at 3390 um2
* Total GRT Usage at 19.6%
* DRC Markers at 0
* DIE AREA at 16600 um2
* Count of tool warnings at 29
* Endpoints failing setup at 0
* Clock Latency Late Sink at 0.41 ns
* Die Y at 129 um
* Worst-margin pin slew at 0.607 ns
* GPL Wtd Cong at 0.932
* Port-buffer cells at 7
* Share of layout cells above drive strength 1 at 9.73%
* Die Wd at 129 um
* Worst path top cell family by delay: buffers and inverters
* Grt total ovfl at 0
* Count of final max-slew check failures at 0
* Worst-path cell chain: clkdlybuf4s50_1
* Unrepaired setup endpoints after global routing: no
* Placed wire-length estimate at 9360 um
* Routed wire length at 14000 um
* Detailed Routing Iterations Pass 1 at 5
* Critical path data arrival time at 1.18 ns
* Final hold violation count at 0
* DR vias/cell at 5.59
* Largest net degree at the start of global routing at 36
* CP Capture Type: primary output
* Reg2Reg Launch Point: prueba_2_asc.ctr_en_piso[0]
* # H-tree levels at 4
* Cell Rows at 45
* Fp util at 52.1%
* CP startpoint: prueba_1_asc.puertas_abiertas
* Final worst-path cycle share at 35.5%
* First-pass GRT wire length at 24400 um
[power by group]
part | total (uW) | switching (uW) | internal, uW | leakage, uW
Clock | 872 | 323 | 549 | 0.000301
Combinational | 0.0781 | 0.0769 | 0 | 0.00125
Sequential | 860 | 0 | 860 | 0.00173
[sequential cells by signal (all words and copies together) (netlist names)]
signal / flops
prueba_1_asc.ctr_en_piso: 34
prueba_2_asc.puertas_abiertas: 1
prueba_1_asc.state_andando: 2
prueba_2_asc.clk_nuevo: 1
prueba_2_asc.state_andando: 2
prueba_1_asc.direccion: 1
prueba_1_asc.state: 2
prueba_2_asc.state: 2
prueba_1_asc.disp_ctr: 34
prueba_1_asc.clk_nuevo: 1
prueba_2_asc.ctr_en_piso: 34
prueba_1_asc.puertas_abiertas: 1
prueba_2_asc.disp_ctr: 34
[path summary, 6_finish.rpt]
path / to / slack (ns) / depth (start not counted)
setup / recovery: puertas_abiertas_asc_1 / 4.90 / 1
hold / removal: prueba_1_asc.state_andando[1] / 0.56 / 0
setup reg to reg: prueba_2_asc.state_andando[0] / 5.17 / 8
hold reg to reg: prueba_1_asc.state_andando[1] / 0.56 / 0
[through the flow]
step	setup WS [ns]	area [um2]	hold slack (ns)	utilization, %
after floorplan	5.10	8040	0.527	-
after global placement	5.30	8350	0.535	54.1
after detailed placement	5.26	8350	0.546	54.1
after CTS	4.88	8970	0.562	58.1
after global routing	4.83	8970	0.583	58.1
final	4.90	8970	0.560	58.1
[area by class of cell]
class                   count  area share (%)
repair buffers             15            1.45
multi-input cells         507            37.8
inverters                  28            1.17
well taps                 211            2.94
clock inverters            13            2.08
clock buffers              18            4.79
flip-flops and latches    149            49.8
[synthesized netlist by cell type, types with 3 or more instances]
cell	instances	area, um2
a21oi_1	8	40.0
and2_1	9	56.3
and3_1	18	113
and4_1	8	70.1
buf_2	8	40.0
buf_4	4	30.0
clkbuf_1	4	15.0
edfxtp_1	148	4440
ha_1	8	100
inv_1	27	101
nand2_1	55	206
nand3_1	62	310
nand4_1	30	188
nand4_2	3	37.5
nand4_4	3	63.8
nor2_1	79	297
nor2b_1	9	56.3
nor3_1	16	80.1
nor3_2	5	50.1
nor4_1	20	125
nor4_2	4	50.1
nor4_4	7	149
nor4b_1	12	105
or2_2	3	18.8
or3_1	6	37.5
xnor2_1	72	631
xor2_1	48	420
[cells by family (layout without fill, tap and decap cells)]
| logic type | count (synthesis) | in the layout | synth area share, % |
|---|---|---|---|
| and+or+nand+nor | 361 | 361 | 26.4 |
| DFF | 149 | 149 | 55.6 |
| xor gates and xnor gates | 120 | 120 | 13.1 |
| buffers and inverters | 46 | 74 | 2.57 |
| AOI/OAI and AO/OA | 14 | 14 | 1.03 |
| adders and majority gates | 8 | 8 | 1.25 |
| other | 2 | 4 | 0.0935 |
[routing by layer]
| metal | share of wire (%) | up-vias |
|---|---|---|
| li1 | - | 2591 |
| met1 | 49 | 2552 |
| met2 | 45 | 105 |
| met3 | 5.0 | 9 |
| met4 | 0.99 | 0 |
| met5 | 0 | - |
Power and IR drop assume default switching activity.
