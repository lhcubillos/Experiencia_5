--- ./design.v ---
`timescale 1ns/ 100 ps
module FIFO_v #(parameter ADDR_W = 4, DATA_W = 24, BUFF_L = 16, ALMST_F = 3, ALMST_E = 3) 	 
			(
			output reg 		[DATA_W- 1	:	0]				data_out,
			output reg 		[ADDR_W		:	0]				data_count,
			output	reg															empty,
			output	reg															full,
			output	reg															almst_empty,
			output	reg															almst_full,
			output	reg															err,
			input		wire	[DATA_W -1	:	0]				data_in,
			input		wire														wr_en,
			input		wire														rd_en,
			input		wire 														n_reset,
			input		wire														clk
			);
			reg 				[DATA_W-1 : 0] 	mem_array [0 : (2**ADDR_W)-1];
			reg					[ADDR_W-1 : 0]	rd_ptr, wr_ptr;
			reg					[ADDR_W-1 : 0]	rd_ptr_nxt, wr_ptr_nxt;
			reg														full_ff, empty_ff;
			reg														full_ff_nxt, empty_ff_nxt;
			reg														almst_f_ff, almst_e_ff;
			reg														almst_f_ff_nxt, almst_e_ff_nxt;
			reg					[ADDR_W : 0]		q_reg, q_nxt;
			reg														q_add, q_sub;
	always @ (posedge clk)
		begin	:	reg_update
			if(n_reset == 1'b 0)
				begin
					rd_ptr <= {(ADDR_W-1){1'b 0}};
					wr_ptr <= {(ADDR_W-1){1'b 0}};
					full_ff <= 1'b 0;
					empty_ff <= 1'b 1;
					almst_f_ff <= 1'b 0;
					almst_e_ff <= 1'b 1;
					q_reg <= {(ADDR_W){1'b 0}};
				end
			else
				begin
					rd_ptr <= rd_ptr_nxt;
					wr_ptr <= wr_ptr_nxt;
					full_ff <= full_ff_nxt;
					empty_ff <= empty_ff_nxt;
					almst_f_ff <= almst_f_ff_nxt;
					almst_e_ff <= almst_e_ff_nxt;
					q_reg <= q_nxt;
				 end
		end	 
	always @ ( almst_e_ff, almst_f_ff, q_reg)
		begin	:	Wtr_Mrk_Cont
			almst_e_ff_nxt = almst_e_ff;
			almst_f_ff_nxt = almst_f_ff;				
			if(q_reg < ALMST_E)
				almst_e_ff_nxt = 1'b 1;
			else
				almst_e_ff_nxt = 1'b 0;
			if(q_reg > BUFF_L-ALMST_F)
				almst_f_ff_nxt = 1'b 1;
			else
				almst_f_ff_nxt = 1'b 0;
		end	 
	always @ (wr_en, rd_en, wr_ptr, rd_ptr, empty_ff, full_ff, q_reg)
		begin
			wr_ptr_nxt = wr_ptr ;											 
			rd_ptr_nxt = rd_ptr;
			full_ff_nxt = full_ff;
			empty_ff_nxt = empty_ff;
			q_add = 1'b 0;
			q_sub = 1'b 0;
			if(wr_en == 1'b 1 & rd_en == 1'b 0)
				begin
					if(full_ff == 1'b 0)
						begin
							if(wr_ptr < BUFF_L-1)									
								begin
									q_add = 1'b 1;
									wr_ptr_nxt = wr_ptr + 1;
									empty_ff_nxt = 1'b 0;
								end
							else
								begin
									wr_ptr_nxt = {(ADDR_W-1){1'b 0}};
									empty_ff_nxt = 1'b 0;
								end
							if( (wr_ptr+1 == rd_ptr) || ((wr_ptr == BUFF_L-1) && (rd_ptr == 1'b 0)))   
								full_ff_nxt = 1'b 1;
						end
				end
			if( (wr_en == 1'b 0) && (rd_en == 1'b 1))
				begin					
					if(empty_ff == 1'b 0) 
						begin
							if(rd_ptr < BUFF_L-1 )													
								begin
									if(q_reg > 0)
										q_sub = 1'b 1;
									else
										q_sub = 1'b 0;
									rd_ptr_nxt = rd_ptr + 1;
									full_ff_nxt = 1'b 0;
								end
							else	
								begin
									rd_ptr_nxt = {(ADDR_W-1){1'b 0}}; 
									full_ff_nxt = 1'b 0;		
								end
							if( (rd_ptr  + 1 == wr_ptr) || ((rd_ptr == BUFF_L -1) && (wr_ptr == 1'b 0 )))  
								empty_ff_nxt = 1'b 1;
						end
				end
			if( (wr_en == 1'b 1) && (rd_en == 1'b 1)) 
				begin
					if(wr_ptr < BUFF_L -1) 
						wr_ptr_nxt = wr_ptr  + 1;	
					else											
						wr_ptr_nxt =  {(ADDR_W-1){1'b 0}}; 
					if(rd_ptr < BUFF_L -1) 
						rd_ptr_nxt = rd_ptr + 1;		
					else
						rd_ptr_nxt = {(ADDR_W-1){1'b 0}}; 
				end
		end   
	always @ (posedge clk)
		begin		:		mem_cont
			if( n_reset == 1'b 0)
				begin
					mem_array[rd_ptr] <=  {(DATA_W-1){1'b 0}}; 
					data_out <= {(DATA_W-1){1'b 0}}; 
					err <= 1'b 0;
				end
			else
				begin
					if( (wr_en == 1'b 1) && (full_ff == 1'b 0) )
						begin
							mem_array[wr_ptr] <=  data_in;
							err <= 1'b 0;						
						end
					else if( (wr_en == 1'b 1) && (full_ff == 1'b 1))       
						err <= 1'b 1;
					if( (rd_en == 1'b 1) && (empty_ff == 1'b 0))
						begin
							data_out <= mem_array[rd_ptr];
							err <= 1'b 0;
						end
					else if( (rd_en == 1'b 1) && (empty_ff == 1'b 1))
						err <= 1'b 1;
				end	 
		end	 
	always @ ( q_sub, q_add, q_reg)
		begin	:	Counter
			case( {q_sub , q_add} )
				2'b 01 :
						q_nxt = q_reg + 1;
				2'b 10 :
						q_nxt = q_reg - 1;
				default :
						q_nxt = q_reg;
			endcase 	
		end	 
	always @ (full_ff, empty_ff, almst_e_ff, almst_f_ff, q_reg)
		begin
			full = full_ff;
			empty = empty_ff;
			almst_empty = almst_e_ff; 
			almst_full = almst_f_ff;
			data_count = q_reg;
		end
endmodule
--- ./run.sh ---
#!/bin/bash
# OpenROAD 26Q1-2900-gdf79404cd8, Yosys 0.63+post, stock flow scripts
make -C /OpenROAD-flow-scripts/flow DESIGN_CONFIG=/design/flow/config.mk WORK_HOME=/design/flow/orfs finish
--- ./config.mk ---
export PLATFORM = sky130hd
export DESIGN_NAME = FIFO_v
export DESIGN_NICKNAME = FIFO_v
export VERILOG_FILES = /design/flow/design.v
export SDC_FILE = /design/flow/constraint.sdc
export NUM_CORES = 4
export LEC_CHECK = 1
export CORE_UTILIZATION = 50
--- ./constraint.sdc ---
current_design FIFO_v

set clk_period 9.1
set clk_io_pct 0.2

create_clock -name clk0 -period $clk_period [get_ports {clk}]

set non_clock_inputs [all_inputs -no_clocks]
set_input_delay [expr $clk_period * $clk_io_pct] -clock clk0 $non_clock_inputs
set_output_delay [expr $clk_period * $clk_io_pct] -clock clk0 [all_outputs]
==> reports/qor.csv <==
stage,metric,value,unit
timing,Final Hold Fails,0,
cts,Num CTS Buffers,44,
routing,post-DR wirelength/cell,24.8,microns
timing,Worst Tran Pin Value,0.796,ns
synthesis,synthesized cell area,0.0167,sq mm
synthesis,cell count in the Yosys report,852,
timing,WHS,0.466,ns
cts,postcts setup bufs,0,
floorplanning,Die Y-Extent,185,microns
synthesis,async set or reset register ratio after synthesis,0,%
cells_and_area,ratio of cells with drive above 1 in the final layout,20.5,%
job,# Max-Cap Violations,0,
synthesis,dominant cell by count in the synthesized netlist,edfxtp_1,
synthesis,Complex Gates by Area,3.72,%
floorplanning,die area,0.0341,sq mm
synthesis,register bit count reported by yosys,426,
worst_setup_path,WS Path Type,in -> reg,
timing,Final Max Slew Viols,0,
power_and_ir_drop,LEAKAGE,6.05,nW
cells_and_area,Area Overhead vs Synth,15.3,%
synthesis,Top-area cell share,69.1,%
worst_setup_path,"Largest stage delay, worst path",0.66,ns
synthesis,top post-synthesis cells by count,"384 x edfxtp_1, 82 x mux4_2, 42 x dfxtp_1",
synthesis,simple share,3.91,%
cts,CTS tree,built,
floorplanning,Core Area,0.0327,sq mm
cts,CTS Sinks,426,
power_and_ir_drop,Pwr Density,216,mW/mm^2
worst_setup_path,WP data arrival,4.65,ns
synthesis,YS chip area,0.0167,sq mm
worst_setup_path,CP required,9.55,ns
synthesis,Post-Synthesis Cells,852,
timing,Achievable Freq,0.238,GHz
routing,WL final,35.0,mm
global_route,vias in the first global route,9129,
synthesis,distinct lib cells,47,
routing,diodes inserted,0,
timing,Final period util,46.2,%
global_route,Tot GR Track Use,24.5,%
synthesis,yosys adder share,0.525,%
floorplanning,# IOs,62,
power_and_ir_drop,Peak VDD IR,120,uV
worst_setup_path,Setup crit end kind,flop,
run_status,status,finished clean,
placed_design,port bufs,61,
routing,Vias/cell,5.95,
worst_setup_path,slowest CP cell,clkdlybuf4s50_1,
synthesis,sequential-to-total area share from yosys stat,74.1,%
cts,CTS H-tree depth,2,
synthesis,"Warnings, synthesis",1,
cells_and_area,Largest register FFs,384,
floorplanning,Die X,185,microns
synthesis,XORs/XNORs by Area,0.734,%
placed_design,Post-DP HPWL,20.3,mm
placed_design,gpl congestion,0.831,
routing,total vias in the final route,8403,
floorplanning,row count,66,
synthesis,flip-flops with a built-in enable,384,
worst_setup_path,crit-path cells,clkdlybuf4s50_1 > nand2b_1 > or3_1 > ha_1 > xor2_1 > ha_1 > a21oi_1 > xnor2_1 > or3_1 > a21oi_1,
cts,Clock transition at path regs,0.06,ns
global_route,first-pass GRT wire length,53.7,mm
synthesis,Mapped Avg Cell Area,19.6,sq um
timing,final setup TNS,0,ns
synthesis,Top non-seq family,multiplexers,
worst_setup_path,crit path launch type,input port,
worst_hold_path,Hold Crit Class,reg -> reg,
worst_setup_path,CP Max Fanout,15,
timing,"Setup violations, final",0,
synthesis,Top cells by area,"edfxtp_1 69%, mux4_2 11%, dfxtp_1 5.0%",
global_route,largest net degree at the start of global routing,47,
job,tool warnings,28,
global_route,initial antenna violation count,0,
cts,CTS Root Cell,clkbuf_16,
timing,setup ws final,4.89,ns
synthesis,"Top FF cell, synth",edfxtp_1,
synthesis,Synth area leader,edfxtp_1,
synthesis,MUX share of area,14.9,%
routing,Antenna Nets Post-Route,0,
cts,# resized after CTS,0,
cts,clk latency of the worst-skew pair,0.54,ns
cts,Clock Path Buffers,3,
timing,clock skew,0.0152,ns
routing,initial drt markers,484,
floorplanning,core utilization at floorplan,51.1,%
timing,minimum clock period,4.21,ns
routing,Post-route DRC,0,
cts,hold buffer count at CTS,0,
placed_design,placed instance area,0.0178,sq mm
routing,1st-pass router iterations,4,
placed_design,Setup Slack @ Placement,4.40,ns
timing,max_slew headroom,46.9,%
cells_and_area,"Design Area, Final",0.0192,sq mm
global_route,overflow left after global routing,0,
timing,RSZ-0062 raised after global routing,false,
## final timing paths
| kind | from | end | slack (ns) | cells past startpoint |
|---|---|---|---|---|
| min | data_out[0] | data_out[0] | 0.47 | 2 |
| min reg2reg | data_out[0] | data_out[0] | 0.47 | 2 |
| max reg2reg | rd_ptr[0] | q_reg[2] | 6.03 | 10 |
| max | rd_en | q_reg[2] | 4.89 | 10 |
## layer usage
layer | GRT usage (%) | vias to the layer above | part of all wire, %
met5 | 3.11 | - | 0.39
met2 | 32.0 | 548 | 44
met3 | 19.0 | 51 | 17
li1 | - | 3654 | -
met4 | 3.47 | 4 | 1.6
met1 | 36.5 | 4146 | 37
## power by group
part           switching [W]  internal, W
clock network       0.000716      0.00103
registers          0.0000237      0.00217
logic               0.000120     0.000105
## placed cells by master, fill, tap and decap left out, drive strengths merged, types with 2 or more instances in the layout
cell,count
edfxtp,384
mux4,96
clkdlybuf4s50,61
clkbuf,56
dfxtp,42
nand2,35
nor2,30
mux2i,28
buf,27
o211ai,25
and2,24
a22oi,24
clkinv,19
inv,13
a21oi,12
a31oi,11
xor2,7
xnor2,7
ha,7
nor3,7
nand2b,6
and3,4
nand3b,4
or3,4
o21ai,4
nand3,4
a32oi,3
bufinv,3
nor3b,3
nand4,2
a21o,2
o22ai,2
nor2b,2
## metrics by stage
stage	std cells	total power (W)	utilization, %
final	1412	0.00416	58.9
after global routing	1412	0.00431	58.9
after detailed placement	1330	0.00246	54.5
after global placement	1330	0.00245	54.5
after floorplan	852	0.00237	-
after CTS	1412	0.00420	58.9
## cell families (layout without fill, tap and decap cells)
logic type / after synthesis / count (layout)
adders and majority gates: 7 / 7
AOI/OAI and AO/OA: 89 / 89
buffers and inverters: 62 / 180
and+or+nand+nor: 130 / 130
DFF: 426 / 426
muxes: 124 / 124
xor gates and xnor gates: 14 / 14
## layout make-up
class                      instances  area [sq um]
clock buffer                      56          1220
clock inverter                    26           211
fill                            2360         13500
inverter                          10          37.5
multi-input combinational        364          4030
sequential                       426         12400
tap                              442           553
timing repair buffer              88           813
## critical path, delay by kind of cell
kind	cells	cell delay [ns]
xor gates and xnor gates	2	0.29
adders and majority gates	2	0.49
buffers and inverters	1	0.66
AOI/OAI and AO/OA	2	0.39
and+or+nand+nor	3	0.99
No activity file was given, so power comes from the tool's default toggle rates.
